==> /design/flow/design.v <==
module elevator(CLOCK_50, KEY, SW, HEX0, HEX1, HEX2, HEX3, LEDG);
	input CLOCK_50;
	input [3:0] KEY;
	input [1:0] SW;
	output [6:0] HEX0, HEX1, HEX2, HEX3;
	output [7:0] LEDG;
	reg [30:0] counter;
	reg [6:0] number0;
	reg [7:0] state;	
	reg [2:0] CURRENTFLOOR = 3'b001;
	reg [2:0] INPUTFLOOR = 3'b001; 
assign HEX0 = {1'b1, number0};
assign HEX1 = {1'b1, number0};
assign HEX2 = {1'b1, number0};
assign HEX3 = {1'b1, number0};
assign LEDG = state;
parameter n1 = 7'b1111001;  
parameter n2 = 7'b0100100;  
parameter n3 = 7'b0110000;  
parameter n4 = 7'b0011001;  
always @(posedge CLOCK_50)
begin
if (SW[0] == 1 || SW[1] == 1) 
	begin
   if (KEY[3] == 0) 
		INPUTFLOOR = 3'b100;  
   else if (KEY[2] == 0) 
		INPUTFLOOR = 3'b011;  
   else if (KEY[1] == 0) 
		INPUTFLOOR = 3'b010;  
   else if (KEY[0] == 0) 
		INPUTFLOOR = 3'b001;  
   end		  
if(counter == 50000000)
begin
	if (SW[0] == 1 && SW[1] == 1) 
	begin
	end
	else if (CURRENTFLOOR < INPUTFLOOR && SW[0] == 1)
		CURRENTFLOOR = CURRENTFLOOR + 1;
	else if (CURRENTFLOOR > INPUTFLOOR && SW[1] == 1)
		CURRENTFLOOR = CURRENTFLOOR - 1;
end
else
	counter <= counter + 1;	
		case (CURRENTFLOOR)
			3'b100: number0 <= n4;  
			3'b011: number0 <= n3;  
			3'b010: number0 <= n2;  
         3'b001: number0 <= n1;  
         default: ; 
      endcase
if (CURRENTFLOOR == INPUTFLOOR) 
begin
	if (counter == 0)
		state <= 8'b00000000;
   else if (counter == 150000000) 
		state <= 8'b11111111;
	else if (counter > 150000000)
		state <= 8'b00000000;
end
else 
	state <= 8'b00000000;
end				
endmodule
==> /design/flow/run.sh <==
#!/bin/bash
# OpenROAD 26Q1-2900-gdf79404cd8, Yosys 0.63+post, stock flow scripts
make -C /OpenROAD-flow-scripts/flow DESIGN_CONFIG=/design/flow/config.mk WORK_HOME=/design/flow/orfs finish
==> /design/flow/config.mk <==
export PLATFORM = sky130hd
export DESIGN_NAME = elevator
export DESIGN_NICKNAME = elevator
export VERILOG_FILES = /design/flow/design.v
export SDC_FILE = /design/flow/constraint.sdc
export NUM_CORES = 4
export LEC_CHECK = 1
export CORE_UTILIZATION = 30
==> /design/flow/constraint.sdc <==
current_design elevator

set clk_period 4.4
set clk_io_pct 0.2

create_clock -name clk0 -period $clk_period [get_ports {CLOCK_50}]

set non_clock_inputs [all_inputs -no_clocks]
set_input_delay [expr $clk_period * $clk_io_pct] -clock clk0 $non_clock_inputs
set_output_delay [expr $clk_period * $clk_io_pct] -clock clk0 [all_outputs]
==> commit_impl_results.txt <==
Store results of the implementation flow

- Per the detail_route report, DRC violations left total 0.
- Global routing finished with a remaining overflow of 0.
- Per the timing report, the biggest fanout along the worst path comes to 7.
- According to the floorplan report, the die width is 96.9 µm.
- Share of flip-flops with an asynchronous set or reset: 0
* Cell Type Count: 50
- Cell depth of the worst flop-to-flop path: 11
- The worst setup path is captured at a flop.
- In this run the worst hold path is classified as flop to flop.
- Category of cells accounting for the largest share of critical-path delay: AND-OR/OR-AND gates
* Register bit total from synthesis: 43
- Critical path start-end classification: input port to flop
- From the final report, the count of setup violators was given as 0.
* Unrepaired setup endpoints after global routing: no
- Max-cap viol count: 0
- The script logs the mean routed wire length per placed instance as 11.6 µm.
* Average vias per placed instance: 4.78
- The layout has 844 filler cells.
- The clock net in this run drives a total of 43 sinks.
* CP bufs+invs: 2
- Number of instances in the synthesized netlist: 265
- Least-Margin Pin Slew: 0.764 ns
- 43 I/O pins were placed.
* # hold bufs at CTS: 0
* Overall die area: 9390 µm²
- The number of antenna violations at the first check in global routing came to 0.
- The initial utilization of the core area, before any placement, comes to 0.310.
- Post-route period utilization is reported as 0.892.
- Clock Skews: 0.00239 ns
* Resized cells post-CTS: 0
- Per the summary, power density relative to cell area is 445 nW/µm².
* Violation count after the first detailed-route iteration: 80
* Main flop type after synthesis: sky130_fd_sc_hd__edfxtp_1
- Std cell rows: 34
* Arrival time worst endpoint: 3.91 ns
- Per the post-route antenna check, the number of violating nets is 0.
- Maximum number of pins on one net before global-route repair: 32
- The count of buffers added on input and output ports is 38.
- Final Wtd Congestion: 0.845
* Leak: 1.17 nW
* Clock Root Buffer: sky130_fd_sc_hd__clkbuf_8
- For this run, the script counts the antenna cells in the layout as 0.
- Count of H-tree levels built during CTS: 2
- On the worst path, the slowest cell contributes a delay of 0.53 ns.
- Vias in the first global route: 1829
* Total wire length after detailed routing: 4510 µm
* Share of post-route cells with drive strength above 1: 0.0709
- VDD IR-drop max: 0.173 mV
* Commonest non-fill, non-tap cells in the layout: sky130_fd_sc_hd__clkdlybuf4s50_1, sky130_fd_sc_hd__edfxtp_1, sky130_fd_sc_hd__xnor2_1
- The global routing report lists met3 layer usage as 0.0279.
- Along the worst hold path, the cell count comes to 2.
- According to the Yosys statistics, the synthesized design has a chip area of 2700 µm².
* Total negative slack: 0 ns
- Vias: 1864
- After clock tree synthesis, the setup repair step added 0 buffers.
* Syn_area_per_cell: 10.2 µm²
- Count of warning messages emitted by the tools: 27
- The floorplan step set the die height to 96.9 µm.
- Max-Slew Margin vs Limit: 0.487
- GR Layer Usage met1: 0.168
* Run status: complete, no violations
- Post-layout util: 0.357
- Final worst path period need: 3.92 ns
* Depth of the critical timing path with buffers and inverters included: 13
- In this build the clock could be raised as far as 255 MHz.
* Type of element launching the critical path: input port
* Global route hottest layer: met1
- Source-to-sink clock delay at the later pin of the worst-skew pair: 0.29 ns
- For this design, the slowest cell found on the critical path is sky130_fd_sc_hd__clkdlybuf4s50_1.
- The cell area that synthesis handed to floorplanning was 2700 µm².
- TritonCTS built the clock tree.
- For this run, global-route usage on met2 was measured as 0.158.
* Estimated wirelength of the detail-placed design: 3370 µm
- Max-slew check failures listed in the final report amount to 0.
- By instance count after routing, the leading logic cell type is sky130_fd_sc_hd__clkdlybuf4s50_1.
- For the worst setup path, the data required time is 4.39 ns.
* Total CTS buffers: 5
* First-pass GRT wire length: 8290 µm
- Listed in order, past its start point the critical path passes clkdlybuf4s50_1 -> nor2_1 -> mux2i_1 -> a21oi_1 -> ha_1 -> inv_1 -> o311a_1 -> o311ai_0 -> mux2i_1 -> o31ai_1 -> xnor2_2 -> a21oi_1 -> nand2b_1.
- The first detailed-routing pass took 4 iterations.
- After clock tree synthesis, the clock-pin slew on the worst setup and hold paths is 0.08 ns.
- For this run, the register share of the synthesized area comes to 0.452.
* Core footprint: 8720 µm²
- The final hold violation count recorded for this run is 0.
- Ys Warns: 1
- Area growth from synthesis to layout: 15.3%
* Post-synth EDFFs: 36
* GRT Resource Usage Total: 0.107
* Cell count in the Yosys report: 265
* Maximum number of buffers from clock root to sink: 2
[routing by layer]
metal  vias up  share of wire  routed length [µm]
li1        946              -                   -
met1       864           0.49                2210
met2        52           0.44                2000
met3         2          0.059                 268
met4         0         0.0049                  22
met5         -              0                   0
[sequential cells by signal (all words and copies together), names as in the netlist]
signal,cells
CURRENTFLOOR,3
number0,5
counter,31
INPUTFLOOR,3
state,1
[where the power goes]
group / internal [mW] / total (mW) / switching, mW
clock network: 0.184 / 0.311 / 0.127
registers: 0.509 / 0.551 / 0.0415
logic: 0.308 / 0.523 / 0.215
total: 1.00 / 1.38 / 0.383
[worst register-to-register path, stage by stage (launching register included)]
cell and delay (ns):
sky130_fd_sc_hd__dfxtp_1 0.33, sky130_fd_sc_hd__o22ai_1 0.07, sky130_fd_sc_hd__a21oi_1 0.33, sky130_fd_sc_hd__ha_1 0.35
sky130_fd_sc_hd__nand2_1 0.10, sky130_fd_sc_hd__nor2_1 0.04, sky130_fd_sc_hd__mux2i_1 0.18, sky130_fd_sc_hd__and4_1 0.21
sky130_fd_sc_hd__o21ai_1 0.08, sky130_fd_sc_hd__xnor2_1 0.47, sky130_fd_sc_hd__nand3_1 0.14, sky130_fd_sc_hd__nand2b_1 0.21
[cell families (layout without fill, tap and decap cells)]
family | after synthesis | count (layout) | share of synthesized area
muxes | 3 | 3 | 0.0111
and+or+nand+nor | 99 | 99 | 0.208
AOI/OAI and AO/OA | 32 | 32 | 0.0750
other | 1 | 4 | 0.00139
DFF | 43 | 43 | 0.452
xor gates and xnor gates | 35 | 35 | 0.116
adders and majority gates | 6 | 6 | 0.0278
buffers and inverters | 46 | 60 | 0.108
[per-stage QoR]
| step | hold WS [ns] | setup WS (ns) | cells | total power [mW] | instance area (µm²) |
|---|---|---|---|---|---|
| after floorplan | 0.453 | 0.884 | 268 | 0.946 | 2710 |
| after global placement | 0.487 | 0.173 | 382 | 1.08 | 3000 |
| after global routing | 0.566 | 0.179 | 390 | 1.49 | 3110 |
| final | 0.508 | 0.475 | 390 | 1.38 | 3110 |
| after CTS | 0.509 | 0.465 | 390 | 1.40 | 3110 |
| after detailed placement | 0.490 | 0.165 | 382 | 1.08 | 3000 |
[area by class of cell]
class / count / area (µm²) / area share
Multi-Input combinational cell: 179 / 1200 / 0.385
Clock inverter: 2 / 35.0 / 0.0112
Inverter: 12 / 45.0 / 0.0145
Sequential cell: 43 / 1220 / 0.392
Timing Repair Buffer: 40 / 395 / 0.127
Clock buffer: 6 / 82.6 / 0.0265
Tap cell: 108 / 135 / 0.0434
[worst paths after layout]
check	from	endpoint	slack [ns]
min	INPUTFLOOR[2]$_DFF_P_	INPUTFLOOR[2]$_DFF_P_	0.51
max	SW[0]	number0[3]$_DFFE_PP_	0.48
max reg2reg	INPUTFLOOR[0]$_DFF_P_	number0[3]$_DFFE_PP_	1.58
min reg2reg	INPUTFLOOR[2]$_DFF_P_	INPUTFLOOR[2]$_DFF_P_	0.51
[cells in the mapped netlist, drive strengths merged (2+ instances only)]
master / n / area, µm²
a21oi: 10 / 53.8
a31oi: 2 / 12.5
and2: 3 / 18.8
and3: 5 / 31.3
and4: 4 / 35.0
buf: 32 / 238
clkbuf: 2 / 8.75
dfxtp: 7 / 140
edfxtp: 36 / 1080
ha: 6 / 75.1
inv: 12 / 45.0
mux2i: 3 / 30.0
nand2: 22 / 82.6
nand2b: 4 / 25.0
nand3: 13 / 65.1
nand4: 8 / 50.1
nor2: 15 / 56.3
nor3: 7 / 40.0
nor4: 5 / 31.3
nor4b: 2 / 32.5
o211ai: 2 / 15.0
o21ai: 10 / 50.0
or2: 3 / 21.3
or3: 3 / 28.8
xnor2: 24 / 218
xor2: 11 / 96.3
Power and IR drop assume default switching activity.
