==> design.v <==
module seven_segment_decoder (
	 input CLOCK_50,
    input [3:0] binary_input,
    output reg [6:0] seg_output
);
always @(posedge CLOCK_50)
begin
    case (binary_input)
        4'b0000: seg_output = 7'b0000001;  
        4'b0001: seg_output = 7'b1001111;  
        4'b0010: seg_output = 7'b0010010;  
        4'b0011: seg_output = 7'b0000110;  
        4'b0100: seg_output = 7'b1001100;  
        4'b0101: seg_output = 7'b0100100;  
        4'b0110: seg_output = 7'b0100000;  
        4'b0111: seg_output = 7'b0001111;  
        4'b1000: seg_output = 7'b0000000;  
        4'b1001: seg_output = 7'b0000100;  
        default: seg_output = 7'b1111111;  
    endcase
end
endmodule
==> run.sh <==
#!/bin/bash
# OpenROAD 26Q1-2900-gdf79404cd8, Yosys 0.63+post, stock flow scripts
make -C /OpenROAD-flow-scripts/flow DESIGN_CONFIG=/design/flow/config.mk WORK_HOME=/design/flow/orfs finish
==> config.mk <==
export PLATFORM = sky130hd
export DESIGN_NAME = seven_segment_decoder
export DESIGN_NICKNAME = seven_segment_decoder
export VERILOG_FILES = /design/flow/design.v
export SDC_FILE = /design/flow/constraint.sdc
export NUM_CORES = 4
export LEC_CHECK = 1
export CORE_AREA = 10 10 70 70
export DIE_AREA = 0 0 80 80
==> constraint.sdc <==
current_design seven_segment_decoder

set clk_period 1.0
set clk_io_pct 0.2

create_clock -name clk0 -period $clk_period [get_ports {CLOCK_50}]

set non_clock_inputs [all_inputs -no_clocks]
set_input_delay [expr $clk_period * $clk_io_pct] -clock clk0 $non_clock_inputs
set_output_delay [expr $clk_period * $clk_io_pct] -clock clk0 [all_outputs]
==> impl_summary.log <==
[report] implementation figures
INFO  metric stage_log_warnings = 29
INFO  metric critical_path.endpoint_type = output port
INFO  metric grt_first_pass_wirelength = 1340 um
INFO  metric cts_num_sinks = 7
INFO  metric cp.depth = 1
INFO  metric worst-endpoint-arrival = 0.76 ns
INFO  metric period_used_share = 0.962
INFO  metric max-slew-margin-rel = 0.894
INFO  metric endpoint = seg_output[2]
INFO  metric io_pins = 12
INFO  metric seq_power_share = 0.447
INFO  metric placement.cell_area = 554 um2
INFO  metric vias_per_cell = 2.84
INFO  metric initial_core_util = 0.103
INFO  metric grt_max_degree = 10
INFO  metric total_leakage_power = 0.253 nW
INFO  metric p_per_area = 1170 mW/mm2
INFO  metric post_synth_inst_count = 40
INFO  metric start_kind = flip-flop
INFO  metric number_of_design_rule_violations_left_after_detail_routing = 0
INFO  metric power.internal = 0.542 mW
INFO  metric post_drt_wl_per_cell = 7.57 um
INFO  metric die_w = 80 um
INFO  metric critical-path-slowest-cell = sky130_fd_sc_hd__dfxtp_1
INFO  metric critical_path_peak_fanout = 1
INFO  metric final_area = 597 um2
INFO  metric final_setup_slack_of_the_worst_path = 0.0380 ns
INFO  metric placementRows = 21
INFO  metric h-tree-depth = 1
INFO  metric run_status = completed
INFO  metric yosysWarnings = 1
INFO  metric flow.area_growth_from_synthesis = 70.4%
INFO  metric setup_viol = 0
INFO  metric synthDistinctLibCells = 14
INFO  metric clock_tree_root_buffer_cell = sky130_fd_sc_hd__clkbuf_4
INFO  metric path_cells = dlygate4sd2_1
INFO  metric transition_at_the_pin_with_the_smallest_max_transition_slack = 0.158 ns
INFO  metric largest_reg_flops = 7
INFO  metric min_path_type = input pin to flip-flop
INFO  metric power.ir.vdd_worst = 0.227 mV
INFO  metric final_layout_top_logic_cells = sky130_fd_sc_hd__clkdlybuf4s15_1, sky130_fd_sc_hd__buf_4, sky130_fd_sc_hd__nor2_1, sky130_fd_sc_hd__dfxtp_1
INFO  metric grt_antenna_before_repair = 0
INFO  metric cts_tree = built
INFO  metric timing.critical_path.required = 0.80 ns
INFO  metric core_region_area = 0.00342 mm2
INFO  metric final_period_minus_worst_setup_slack = 0.962 ns
INFO  metric power.switching = 0.158 mW
INFO  metric gp_routability_congestion = 0.903
INFO  metric ant_nets = 0
INFO  metric layout_top_cell = sky130_fd_sc_hd__clkdlybuf4s15_1
INFO  metric hold_viol = 0
INFO  metric final_report_max_slew_violation_count = 0
INFO  metric sequential_to_total_area_share_from_yosys_stat = 0.400
INFO  metric die_height = 80 um
INFO  metric number_of_global_route_vias_before_repair = 320
INFO  metric fin_cells = 106
INFO  metric insertedDiodeCount = 0
INFO  metric syn-cell-area = 350 um2
INFO  metric syn_avg_cell_area = 8.76 um2
INFO  metric initialDrtViolationCount = 5
INFO  metric critical_path.startpoint = seg_output[2]$_DFF_P_
INFO  metric cp_num_buf_inv = 1
INFO  metric place_inst = 102
INFO  metric cts_setup_buffers = 0
INFO  metric clkSlewWorstSetupHoldPaths = 0.05 ns
INFO  metric dr_total_vias = 301
INFO  metric clock_path_buffers = 2
INFO  metric grtUsageTotal = 0.0248
INFO  metric final_layout_size_suffix_gt1_frac = 0.267
INFO  metric dp_hpwl = 686 um
INFO  metric cts-buffers-inserted = 3
INFO  metric globalRoute.totalOverflow = 0
INFO  metric chip_area_line_of_the_yosys_report = 350 um2
INFO  metric total_power = 0.700 mW
INFO  metric dp_worst_setup_slack = -0.483 ns
INFO  metric rsz0062_at_grt = no
INFO  metric timing.fmax = 1040 MHz
INFO  metric setup_tns = 0 ns
INFO  metric comb_power_share = 0.199
INFO  metric total_die_area = 0.00640 mm2
INFO  metric kind_of_cell_with_the_highest_combined_delay_on_the_critical_path = flip-flops
INFO  metric wirelength = 802 um
INFO  metric slowest_stage_delay_cp = 0.29 ns
INFO  metric pwr-share-clk = 0.354
INFO  metric yosys_cells = 40
INFO  metric drt_first_pass_iters = 2
INFO  metric path_class = flip-flop to output port
INFO  metric power.switching_fraction = 0.226
INFO  metric port-buffer-count = 11
INFO  metric max_cap_violations = 0
INFO  metric ys.flops = 7
==> per-stage QoR <==
step	util	hold WS, ns
finish	0.175	0.467
floorplan	-	0.331
CTS	0.170	0.486
detailed placement	0.162	0.878
global placement	0.162	0.880
global route	0.175	0.493
==> power groups by stage <==
stage | logic (mW) | clock network [mW] | registers [mW]
finish | 0.139 | 0.248 | 0.313
CTS | 0.133 | 0.260 | 0.311
global route | 0.158 | 0.272 | 0.315
==> tightest hold or removal path, delay by kind of cell <==
| kind | cells | cell delay, ns |
|---|---|---|
| AND-OR/OR-AND | 2 | 0.14 |
| buffers and inverters | 2 | 0.33 |
==> Yosys cell counts <==
master	instances	share of area
sky130_fd_sc_hd__nand2_1	2	0.021
sky130_fd_sc_hd__inv_1	3	0.032
sky130_fd_sc_hd__o21ai_0	6	0.086
sky130_fd_sc_hd__nand2b_1	4	0.071
sky130_fd_sc_hd__a21oi_1	2	0.029
sky130_fd_sc_hd__a21oi_2	1	0.025
sky130_fd_sc_hd__buf_2	1	0.014
sky130_fd_sc_hd__buf_6	1	0.032
sky130_fd_sc_hd__nor2_1	5	0.054
sky130_fd_sc_hd__or2_1	1	0.018
sky130_fd_sc_hd__a31oi_1	1	0.018
sky130_fd_sc_hd__dfxtp_1	7	0.40
sky130_fd_sc_hd__or2b_1	1	0.021
sky130_fd_sc_hd__ha_1	5	0.18
==> area by class of cell <==
type                            instances  area [um2]
Clock buffer                            4        26.3
Sequential cell                         7         143
Multi-Input combinational cell         28         199
Inverter                                3        11.3
Tap cell                               46        57.6
Timing Repair Buffer                   18         160
Fill cell                             393        2820
==> kinds of logic (layout without fill, tap and decap cells) <==
group / Yosys count / count (layout) / synth area share
buf+inv: 5 / 25 / 0.0786
simple gates: 13 / 13 / 0.186
compound gates: 10 / 10 / 0.157
flops: 7 / 7 / 0.400
fa+ha+maj: 5 / 5 / 0.179
==> routing by layer <==
| metal | GRT usage | share of wire | wire length [um] | vias up |
|---|---|---|---|---|
| met5 | 0 | 0 | 0 | - |
| met4 | 0.0158 | 0.055 | 44 | 0 |
| met3 | 0.0170 | 0.19 | 150 | 4 |
| met2 | 0.0273 | 0.28 | 227 | 14 |
| met1 | 0.0328 | 0.47 | 380 | 113 |
| li1 | - | - | - | 170 |
==> repair_timing <==
action	in CTS	in global routing
hold buffers	0	0
cloned	0	0
pin swaps	1	2
gates resized	14	11
endpoints found under the setup margin	14	9
==> how the worst min path moves through the flow <==
stage / start / endpoint / slack (ns) / depth (start not counted)
final: binary_input[1] / seg_output[4]$_DFF_P_ / 0.47 / 4
after global routing: binary_input[1] / seg_output[4]$_DFF_P_ / 0.49 / 4
after CTS: binary_input[3] / seg_output[6]$_DFF_P_ / 0.49 / 4
No activity file was given, so power comes from the tool's default toggle rates.
